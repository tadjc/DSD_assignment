**design/flow/config.mk**
```make
export PLATFORM = sky130hd
export DESIGN_NAME = MUX
export DESIGN_NICKNAME = MUX
export VERILOG_FILES = /design/flow/design.v
export SDC_FILE = /design/flow/constraint.sdc
export NUM_CORES = 4
export LEC_CHECK = 1
export CORE_AREA = 10 10 70 70
export DIE_AREA = 0 0 80 80
```
**design/flow/constraint.sdc**
```tcl
current_design MUX

set clk_period 1.0
set clk_io_pct 0.2

create_clock -name clk0 -period $clk_period

set non_clock_inputs [all_inputs -no_clocks]
set_input_delay [expr $clk_period * $clk_io_pct] -clock clk0 $non_clock_inputs
set_output_delay [expr $clk_period * $clk_io_pct] -clock clk0 [all_outputs]
```
**design/flow/design.v**
```verilog
module MUX(out, in0, in1, sel);
input sel;
input [15:0]in0, in1;
output reg [15:0]out;
assign out = sel ? in1 : in0;
endmodule
```
**design/flow/run.sh**
```bash
#!/bin/bash
# OpenROAD 26Q1-2900-gdf79404cd8, Yosys 0.63+post, stock flow scripts
make -C /OpenROAD-flow-scripts/flow DESIGN_CONFIG=/design/flow/config.mk WORK_HOME=/design/flow/orfs finish
```
==> flow_metrics.py <==
# Physical implementation metrics
metrics = {
    "routing": {
        "drc_errors": 0,
        "first_pass_iteration_count_of_the_detailed_router": 2,
        "routedWlPerCell_um": 12.4,
        "dr.first_iter.drc_count": 2,
        "insertedDiodeCount": 0,
        "antenna_left": 0,
        "vias_per_cell": 3.18,
        "drt_wl_total_um": 1410,
        "detailroute.via_count": 359,
    },
    "synthesis": {
        "synth_stat.cells": 18,
        "synthTopCellsByArea": "mux2_4 60%, mux2_2 27%, buf_12 8.0%",
        "syn-instance-count": 18,
        "syn_area_sq_um": 249,
        "syn_area_per_cell_sq_um": 13.8,
        "synth_top_cell_by_area": "mux2_4",
        "synthesis.yosys.warnings": 1,
        "yosys_chip_area_sq_um": 249,
        "yosysTopAreaCellShare": 0.603,
        "yosys.stat.seqShare": 0,
        "ys_types": 4,
    },
    "floorplan": {
        "pin_count": 49,
        "core_region_area_sq_um": 3420,
        "core.rowCount": 21,
        "fp.dieH_um": 80,
        "horiz_die_dim_um": 80,
        "die_area_sq_um": 6400,
        "initial_core_util": 0.0729,
    },
    "global_routing": {
        "grt_pass1_wl_um": 2190,
        "pin_count_of_the_biggest_net_entering_global_routing": 9,
        "grt_util_all_layers": 0.0420,
        "grt_antenna_before_repair": 0,
        "via_count_of_the_first_global_routing_pass": 430,
        "grt-ovfl-total": 0,
    },
    "timing": {
        "final-hold-violation-count": 0,
        "setup_total_negative_slack_ns": -0.817,
        "report.final.setup_viol": 16,
        "final-max-slew-violation-count": 0,
        "setup_slack_ns": -0.0564,
        "timing.hold.ws_ns": 0.794,
        "rsz0062_at_grt": "true",
        "worst_slew_pin_slew_ns": 0.0710,
        "layout_min_cycle_time_ns": 1.06,
        "max-slew-margin-rel": 0.953,
        "final_min_period_over_clock_period": 1.06,
        "maxClockFrequency_ghz": 0.947,
    },
    "critical_path": {
        "worst-setup-path-type": "input pin to output pin",
        "worstPathArrival_ns": 0.86,
        "critPathBufInv": 3,
        "most_common_cell_type_on_the_critical_path": "buf_12",
        "crit_end": "out[14]",
        "chain_of_cells_forming_the_critical_path": "buf_12, buf_12, mux2_4, buf_6",
        "path_delay_family": "buffers and inverters",
        "crit_path_end_kind": "output pin",
        "cp_slowest_cell": "mux2_4",
        "crit_start": "sel",
        "worst_setup_sp_type": "input pin",
        "required_ns": 0.80,
        "cp_slowest_stage_delay_ns": 0.30,
        "timing.critical_path.fanout_max": 8,
        "cp.depth": 4,
    },
    "final_layout": {
        "final-instance-count-excl-fill": 113,
        "final_layout_top_logic_cell": "dlygate4sd2_1",
        "area_growth_pct": 219,
        "seq_cells": 0,
        "lay_top_cells": "32 x dlygate4sd2_1, 16 x mux2_4, 11 x buf_6",
        "layout-drive-gt1-share": 0.522,
        "regArea_sq_um": 0,
        "clockBufferCount": 0,
    },
    "pwr": {
        "leakagePower_nw": 0.417,
        "power.density_nw_per_um2": 379,
        "ir_worst_vdd_mv": 0.151,
    },
    "outcome": {
        "result_of_the_run": "finished with violations",
        "violations": "setup timing",
    },
    "flow_run": {
        "max_cap_violations": 0,
        "tool_warnings": 34,
    },
    "placed_design": {
        "hpwlAfterDp_um": 1220,
        "placed_instances": 112,
        "gpl.final_weighted_congestion": 0.815,
        "portBuffers": 49,
    },
    "clock_network": {
        "post_cts.repair.setup_buffers": 0,
        "cts_hold_buf": 0,
    },
    "min_path": {
        "hold_path.class": "input pin to output pin",
    },
}
[Yosys cell counts]
| cell | count |
|---|---|
| buf_6 | 1 |
| mux2_4 | 10 |
| buf_12 | 1 |
| mux2_2 | 6 |
[how the worst min path moves through the flow]
stage,startpoint,to,cells after the start
after CTS,in0[9],out[9],3
after global routing,in0[12],out[12],3
final,in0[5],out[5],3
[per-stage QoR]
stage / util / worst slack, ns / instance area, sq um / total power, mW
after CTS: 0.223 / -0.0602 / 763 / 0.286
after floorplan: - / 0.0725 / 249 / 0.0893
after global routing: 0.233 / -0.0712 / 795 / 0.326
final: 0.233 / -0.0564 / 795 / 0.301
after detailed placement: 0.230 / -0.853 / 786 / 0.319
after global placement: 0.230 / -0.846 / 786 / 0.319
[cell families (layout without fill, tap and decap cells)]
| logic type | after synthesis | in the layout | share of synthesized area |
|---|---|---|---|
| buffers and inverters | 2 | 51 | 0.126 |
| muxes | 16 | 16 | 0.874 |
[metal layers]
| metal | vias to the layer above | wire length, um | track usage |
|---|---|---|---|
| li1 | 167 | - | - |
| met1 | 143 | 738 | 0.0639 |
| met2 | 49 | 337 | 0.0449 |
| met3 | 0 | 329 | 0.0330 |
| met4 | 0 | 0 | 0 |
| met5 | - | 0 | 0 |
[timing repair]
item	CTS	global route
endpoints found under the setup margin	16	16
cloned	1	0
pin swaps	0	0
gates resized	102	5
[tightest hold or removal path, delay by kind of cell]
| family | cells | cell delay (ns) |
|---|---|---|
| buffers and inverters | 2 | 0.27 |
| multiplexers | 1 | 0.12 |
[where the power goes]
group          switching [mW]  total [mW]  internal [mW]
Sequential                  0           0              0
Combinational          0.0674       0.301          0.234
Clock                       0           0              0
[area by class of cell]
class,instances,area [sq um]
Multi-Input combinational cell,16,240
Fill cell,374,2620
Timing Repair Buffer,51,497
Tap cell,46,57.6
Power figures rest on the tool's default switching activity, not on a simulated workload.
